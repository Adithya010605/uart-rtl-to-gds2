**./config.mk**
```make
export PLATFORM = sky130hd
export DESIGN_NAME = uart
export DESIGN_NICKNAME = uart
export VERILOG_FILES = /design/flow/design.v
export SDC_FILE = /design/flow/constraint.sdc
export NUM_CORES = 4
export LEC_CHECK = 1
export CORE_UTILIZATION = 30
```
**./constraint.sdc**
```tcl
current_design uart

set clk_period 4.3
set clk_io_pct 0.2

create_clock -name clk0 -period $clk_period [get_ports {clk}]

set non_clock_inputs [all_inputs -no_clocks]
set_input_delay [expr $clk_period * $clk_io_pct] -clock clk0 $non_clock_inputs
set_output_delay [expr $clk_period * $clk_io_pct] -clock clk0 [all_outputs]
```
**./design.v**
```verilog
module uart(
input clk,  
input rst,  
input [1:0]baud_sel,  
input tran_start,  
input enable_baud,  
input [7:0] trans_data,  
input rxd,  
output txd,  
output tx_busy,  
output [7:0]o_data,  
output o_data_valid  
);
wire baud;
baud_sel_gen baud_generator(
.baud_sel(baud_sel),
.clk(clk),
.rst(rst),
.enable_baud(enable_baud),
.baud(baud));
transmitter tran1(
.clk(clk),
.rst(rst),
.trans_data(trans_data),
.tran_start(tran_start),
.baud(baud),
.txd(txd),
.tx_busy(tx_busy));
reciever rec1(
.clk(clk),
.rst(rst),
.rxd(rxd),
.baud_tick(baud),
.o_data(o_data),
.o_data_valid(o_data_valid));
endmodule
module baud_sel_gen(input  [1:0]baud_sel,input clk,input rst,input enable_baud,output baud);
reg [23:0] accumulator;
reg baud_reg;
reg [23:0]m;
always @(baud_sel)
begin
    case(baud_sel)
        2'b00: m = 24'b000000000000110010010101;
        2'b01: m = 24'b000000000001100100101010;
        2'b10: m = 24'b000000000011001001010101;
        2'b11: m = 24'b000000000100101101111111;
        default : m = 24'b0;
endcase
end
always @(posedge clk) begin
    if (rst) begin
        accumulator <= 24'd0;
        baud_reg        <= 1'b0;
    end
    else if (enable_baud) begin
        accumulator <= accumulator + m;
        if ( (accumulator + m) >= 2**24 ) begin
              baud_reg <= 1'b1;
        end else begin
              baud_reg <= 1'b0;
        end
    end
    else begin
        baud_reg <= 1'b0;
    end
end
assign baud = baud_reg;
endmodule
module reciever(
    input wire clk,
    input wire rst,
    input wire rxd,
    input wire baud_tick,     
    output reg [7:0] o_data,
    output reg                 o_data_valid
);
    localparam [2:0] STATE_IDLE      = 3'b000;
    localparam [2:0] STATE_START_BIT = 3'b001;
    localparam [2:0] STATE_DATA_BITS = 3'b010;
    localparam [2:0] STATE_STOP_BIT  = 3'b011;
    localparam [2:0] STATE_CLEANUP   = 3'b100;
    reg [2:0] r_state;
    reg [2:0] r_bit_count;
    reg [7:0] r_data_buffer;
    always @(posedge clk or posedge rst) begin
        if (rst) begin
            r_state       <= STATE_IDLE;
            r_bit_count   <= 0;
            r_data_buffer <= 0;
            o_data        <= 0;
            o_data_valid  <= 1'b0;
        end else begin
            if (o_data_valid) begin
                o_data_valid <= 1'b0;
            end
            case (r_state)
                STATE_IDLE: begin
                    if (rxd == 1'b0) begin
                        if (baud_tick) begin
                            r_state <= STATE_DATA_BITS;
                            r_bit_count <= 0;
                        end
                    end else begin
                        r_state <= STATE_IDLE;
                    end
                end
                STATE_DATA_BITS: begin
                    if (baud_tick) begin
                        r_data_buffer[r_bit_count] <= rxd;
                        if (r_bit_count < 7) begin
                            r_bit_count <= r_bit_count + 1;
                            r_state     <= STATE_DATA_BITS;
                        end else begin
                            r_bit_count <= 0; 
                            r_state     <= STATE_STOP_BIT;
                        end
                    end
                end
                STATE_STOP_BIT: begin
                    if (baud_tick) begin
                        if (rxd == 1'b1) begin
                            r_state <= STATE_CLEANUP;
                        end else begin
                            r_state <= STATE_IDLE;
                        end
                    end
                end
                STATE_CLEANUP: begin
                    o_data       <= r_data_buffer;
                    o_data_valid <= 1'b1;
                    r_state      <= STATE_IDLE;
                end
                default: begin
                    r_state <= STATE_IDLE;
                end
            endcase
        end
    end
endmodule
module transmitter(
    input           clk,
    input           rst,
    input   [7:0]   trans_data,
    input           tran_start,
    input           baud,
    output  reg     txd,
    output  reg     tx_busy
);
  localparam [1:0] IDLE = 2'b00,
                   START= 2'b01,
                   DATA = 2'b10,
                   STOP = 2'b11;
  reg [1:0] state, next_state;
  reg [7:0] tx_buffer;
  reg [2:0] counter;
  reg baud_d;
  always @(posedge clk or posedge rst) begin
    if (rst) baud_d <= 1'b0;
    else     baud_d <= baud;
  end
  wire baud_tick = baud & ~baud_d;   
  always @(posedge clk or posedge rst) begin
    if (rst) begin
      state     <= IDLE;
      counter   <= 3'd0;
      tx_buffer <= 8'd0;
    end else begin
      state <= next_state;
      if (state == IDLE && next_state == START) begin
        tx_buffer <= trans_data;
        counter   <= 3'd0;
      end
      else if (state == DATA && baud_tick) begin
        counter <= counter + 3'd1;
      end
    end
  end
  always @(*) begin
    next_state = state;
    txd        = 1'b1;                 
    tx_busy    = (state != IDLE);
    case (state)
      IDLE: begin
        txd     = 1'b1;
        if (tran_start) next_state = START;
      end
      START: begin                     
        txd = 1'b0;
        if (baud_tick) next_state = DATA;
      end
      DATA: begin                      
        txd = tx_buffer[counter];      
        if (baud_tick && (counter == 3'd7))
          next_state = STOP;
      end
      STOP: begin
        txd = 1'b1;
        if (baud_tick) next_state = IDLE;
      end
    endcase
  end
endmodule
```
**./run.sh**
```bash
#!/bin/bash
# OpenROAD 26Q1-2900-gdf79404cd8, Yosys 0.63+post, stock flow scripts
make -C /OpenROAD-flow-scripts/flow DESIGN_CONFIG=/design/flow/config.mk WORK_HOME=/design/flow/orfs finish
```
==> results.py <==
# Metrics from the implementation run
metrics = {
    "clock_network": {
        "cts_setup_buffers": 0,
        "clk_latency_ns": 0.32,
        "postCtsResizedCells": 0,
        "clkSinkCount": 63,
        "clk_pin_slew_worst_paths_ns": 0.05,
        "htreeDepth": 3,
        "cts_buffer_depth": 2,
        "cts_tree": "yes",
        "cts_buffers": 9,
        "cts_hold_buf": 0,
        "root_buffer": "clkbuf_16",
    },
    "floorplan": {
        "core_region_area_um2": 12160,
        "die_area_um2": 13120,
        "die_h_um": 114.5,
        "die_x_um": 114.5,
        "num_io_pins": 26,
        "rows": 40,
        "fp_util_pct": 31.23,
    },
    "worst_setup_path": {
        "cp_max_fo": 6,
        "critical_path_class": "in -> reg",
        "cpPeakStageDelay_ns": 0.58,
        "slowest_stage": "clkdlybuf4s50_1",
        "worstPathRequired_ns": 4.50,
        "critPathTopFamily": "AND-OR/OR-AND gates",
        "crit_buf_inv": 2,
        "arrival_ns": 3.86,
        "worstSetupEndpointType": "flop",
        "cp-start-kind": "primary input",
        "worstPathCellList": "clkdlybuf4s50_1 -> ha_1 -> inv_1 -> ha_1 -> fa_1 -> a21o_1 -> a221oi_2 -> a211oi_2 -> o311ai_1 -> a21oi_1 -> o21ai_1 -> a21oi_1",
    },
    "logic_synthesis": {
        "synth_area_per_cell_um2": 9.593,
        "synthCells": 396,
        "ys_chip_area_um2": 3799,
        "yosys_cells": 396,
        "yosysWarnings": 3,
        "async_reset_ff_share_pct": 60.32,
        "synth-edff-count": 0,
        "synth.distinct_cells": 66,
        "synth_seq_share_pct": 38.24,
        "ff_type": "dfrtp_1",
        "ys_ff": 63,
        "synth_area_um2": 3799,
    },
    "routing": {
        "post-route-drc-count": 0,
        "drt_pre_antenna_iters": 6,
        "viasPerCell": 4.821,
        "drt_iter0_markers": 133,
        "vias": 2878,
        "avgRoutedWirePerCell_um": 12.52,
        "route.antenna.diode_count": 0,
        "routed_wl_um": 7477,
        "drt.antenna.violating_nets": 0,
    },
    "flow_run": {
        "drv_cap": 0,
        "openroad.warnings": 36,
    },
    "global_route": {
        "grt_max_degree": 27,
        "grt_pass1_vias": 2865,
        "grt.overflow.total": 0,
        "antenna_found_initial": 0,
        "grt_usage_pct": 12.71,
        "grt_pass1_wl_um": 13280,
    },
    "timing": {
        "post-route-period-util_pct": 84.98,
        "achievable-frequency_ghz": 0.2737,
        "rsz0062_at_grt": "false",
        "slew_headroom_pct": 51.88,
        "worstMarginPinSlew_ns": 0.7210,
        "report.final.setup_viol": 0,
        "skew_ns": 0.003422,
        "hold_violations": 0,
        "min_period_ns": 3.654,
        "setup-tns-final_ns": 0,
        "drv_slew": 0,
    },
    "finish": {
        "fillers": 1187,
        "finish.utilization_pct": 37.20,
        "largest_register_ffs": 24,
        "max_flop_register": "baud_generator.accumulator",
        "area_growth_syn_to_layout_pct": 19.10,
        "drive_above_1_share_pct": 13.29,
    },
    "placement": {
        "dp.final_hpwl_um": 5411,
        "gp_congestion": 0.8875,
        "port_buffers": 25,
    },
    "pwr": {
        "powerDensity_nw_per_um2": 425.7,
        "irDropWorstVdd_uv": 163.3,
        "leakage_nw": 1.859,
    },
    "run_status": {
        "outcome": "finished, final reports clean",
    },
    "min_path": {
        "hp-class": "reg -> reg",
    },
}
-- cell type report --
cell class | instances | area [µm²] | share of cell area, %
Clock buffer | 11 | 242.7 | 5.365
Clock inverter | 5 | 33.78 | 0.7467
Multi-Input combinational cell | 300 | 2218 | 49.03
Inverter | 19 | 71.32 | 1.576
Tap cell | 168 | 210.2 | 4.646
Timing Repair Buffer | 31 | 295.3 | 6.527
Sequential cell | 63 | 1453 | 32.11
-- path summary, 6_finish.rpt --
path	depth (start not counted)	startpoint	slack, ns	end
min in group asynchronous	2	rst	1.01	rec1.o_data[1]
worst max-delay path	12	baud_sel[0]	0.65	baud_generator.accumulator[12]
worst min register to register	0	baud_generator.baud_reg	0.46	tran1.baud_d
worst min-delay path	0	baud_generator.baud_reg	0.46	tran1.baud_d
max in group asynchronous	3	rst	2.45	rec1.r_state[0]
worst max register to register	9	baud_generator.accumulator[0]	1.68	baud_generator.accumulator[12]
-- power breakdown --
part	internal [W]	switching [W]	total [W]
registers	0.000673	0.0000676	0.000740
logic	0.000271	0.000254	0.000526
clock network	0.000404	0.000256	0.000660
total	0.00135	0.000578	0.00193
-- cells in the final DEF, fill, tap and decap left out, drive strengths merged, types with 4 or more instances in the layout --
cell type / instances
xor2: 4
mux2: 25
nand2b: 7
o22ai: 4
dfrtp: 37
dfxtp: 25
o21ai: 32
clkbuf: 11
nor2b: 4
nor3b: 4
clkdlybuf4s50: 25
buf: 6
a31oi: 7
nand2: 26
xnor2: 11
nor2: 24
a21oi: 28
and3: 9
ha: 27
a21o: 6
mux2i: 6
or3: 7
o21bai: 6
nand3: 13
inv: 19
nand4: 4
a211oi: 4
-- per-layer routing --
layer,vias up,wire (µm),part of all wire (%),global-route usage [%]
met1,1318,3835,51,18.67
met5,-,0,0,0
li1,1495,-,-,-
met2,52,3193,43,19.39
met3,13,299,4.0,2.967
met4,0,149,2.0,2.857
-- per-stage QoR --
step	setup WS [ns]	power (W)	hold slack [ns]	instance area [µm²]	cells
final	0.6458	0.001926	0.4617	4524	597
after global routing	0.4380	0.002066	0.4881	4524	597
after CTS	0.6620	0.001957	0.4617	4524	597
after detailed placement	0.3248	0.001276	0.4507	4248	581
after global placement	0.3801	0.001266	0.4481	4248	581
after floorplan	1.077	0.001132	0.3519	3799	396
-- Yosys cell counts (2+ instances only) --
| cell type | number | area [µm²] |
|---|---|---|
| a211oi_1 | 3 | 22.52 |
| a21o_1 | 5 | 37.54 |
| a21oi_1 | 28 | 140.1 |
| a31o_2 | 2 | 17.52 |
| a31oi_1 | 6 | 37.54 |
| a32oi_1 | 2 | 17.52 |
| and2_1 | 3 | 18.77 |
| and2b_1 | 2 | 15.01 |
| and3_1 | 9 | 56.30 |
| buf_2 | 3 | 15.01 |
| clkbuf_1 | 10 | 37.54 |
| dfrtp_1 | 37 | 925.9 |
| dfxtp_1 | 25 | 500.5 |
| ha_1 | 27 | 337.8 |
| inv_1 | 19 | 71.32 |
| mux2_1 | 6 | 67.56 |
| mux2_2 | 18 | 202.7 |
| mux2i_1 | 6 | 60.06 |
| mux4_2 | 2 | 45.04 |
| nand2_1 | 26 | 97.59 |
| nand2b_1 | 7 | 43.79 |
| nand3_1 | 13 | 65.06 |
| nand3b_1 | 3 | 22.52 |
| nand4_1 | 3 | 18.77 |
| nor2_1 | 23 | 86.33 |
| nor2b_1 | 4 | 25.02 |
| nor3b_1 | 4 | 30.03 |
| nor4b_1 | 2 | 17.52 |
| o211ai_1 | 3 | 22.52 |
| o21ai_0 | 29 | 145.1 |
| o21ai_1 | 3 | 15.01 |
| o21bai_1 | 6 | 45.04 |
| o22ai_1 | 4 | 25.02 |
| or3_1 | 7 | 43.79 |
| or3b_1 | 2 | 17.52 |
| xnor2_1 | 11 | 96.34 |
| xor2_1 | 4 | 35.03 |
-- worst reg2reg max path: cells and delay by family, from the launching register on --
| kind | cells | cell delay [ns] |
|---|---|---|
| adders and majority gates | 2 | 0.64 |
| AOI/OAI and AO/OA | 7 | 1.56 |
| DFF | 1 | 0.31 |
-- cell families (layout without fill, tap and decap cells) --
| logic type | count (synthesis) | after routing | share of synthesized area [%] |
|---|---|---|---|
| compound gates | 106 | 106 | 18.02 |
| buf+inv | 33 | 66 | 3.360 |
| fa+ha+maj | 28 | 28 | 9.420 |
| flops | 63 | 63 | 38.24 |
| mux | 33 | 33 | 10.28 |
| xor+xnor | 15 | 15 | 3.458 |
| simple gates | 118 | 118 | 17.23 |
Power and IR drop assume default switching activity.
